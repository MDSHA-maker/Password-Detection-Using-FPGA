[flow/config.mk]
export PLATFORM = sky130hd
export DESIGN_NAME = top_module
export DESIGN_NICKNAME = top_module
export VERILOG_FILES = /design/flow/design.v
export SDC_FILE = /design/flow/constraint.sdc
export NUM_CORES = 4
export LEC_CHECK = 1
export CORE_UTILIZATION = 30
[flow/constraint.sdc]
current_design top_module

set clk_period 4.5
set clk_io_pct 0.2

create_clock -name clk0 -period $clk_period [get_ports {clk}]

set non_clock_inputs [all_inputs -no_clocks]
set_input_delay [expr $clk_period * $clk_io_pct] -clock clk0 $non_clock_inputs
set_output_delay [expr $clk_period * $clk_io_pct] -clock clk0 [all_outputs]
[flow/design.v]
`timescale 1ns / 1ps
module code_detection(
    input               clk,
    input               reset,
    input               btnR,
    input               btnL,
    input               btnU,
    input               btnD,
    input               sw,
    output reg  [6:0]   SSG_D,
    output      [2:0]   SSG_EN   
    );
    parameter   IDLE    =   0;
    parameter   BTR1    =   1;
    parameter   BTL1    =   1;
	parameter   BTU1    =   1;
	parameter   BTD1    =   1;
    parameter   BTR0    =   2;
    parameter   BTL0    =   2;
	parameter   BTU0    =   2;
	parameter   BTD0    =   2;
    parameter   STATE_IDLE      = 0;
    parameter   STATE_TOP       = 1;
    parameter   STATE_LEFT1     = 2;
    parameter   STATE_LEFT2     = 3;
    parameter   STATE_ERROR     = 4;
    parameter   STATE_SUCC      = 5;
    parameter   STATE_FAILED    = 6;
	parameter 	TIMEOUT_COUNT 	= 32'd1000_000_000;
    reg   [3:0]     state;
    reg   [3:0]     next_state;
    reg   [1:0]     buttonR;
	reg   [1:0]     next_buttonR;
    reg   [1:0]     buttonL;
    reg   [1:0]     next_buttonL;
    reg   [1:0]     buttonU;
    reg   [1:0]     next_buttonU;
    reg   [1:0]     buttonD;
    reg   [1:0]     next_buttonD;
    reg   [2:0]     count;
    reg   [2:0]     next_count;
    reg   [3:0]     character;
    reg   [3:0]     next_character;
    reg   [31:0]	timer;
    reg   [1:0] 	attempt;
    reg             timer_en;
    wire        pressed;
    wire        timeout;
    wire        timer_start;
    wire        timer_rst;
    wire        attempt_plus;
    wire        valid;
    wire        bit0, bit1, bit2, bit3;
    wire [3:0]  button_bits;
    assign pressed      = ((buttonR == BTR0) || (buttonL == BTL0) || (buttonU == BTU0) || (buttonD == BTD0));
    assign bit0         = (buttonR == BTR0);
    assign bit1         = (buttonL == BTL0);
    assign bit2         = (buttonU == BTU0);
    assign bit3         = (buttonD == BTD0);
    assign button_bits  = {bit3, bit2, bit1, bit0};
    assign valid        = ((button_bits == 0) || (button_bits == 1) || (button_bits == 2) || (button_bits == 4) || (button_bits == 8));
    always@(*)begin
        case(buttonR)
            IDLE:
                if(btnR)
                    next_buttonR = BTR1;
                else 
                    next_buttonR = IDLE;
            BTR1:
                if(!btnR)
                    next_buttonR = BTR0;
                else 
                    next_buttonR = BTR1;
            BTR0:
                next_buttonR = IDLE;
            default:
                next_buttonR = IDLE;      
        endcase
    end
    always@(posedge clk or posedge reset) begin
        if(reset)
            buttonR  <=  IDLE;
        else 
            buttonR <=  next_buttonR;
    end
   always@(*)begin
        case(buttonL)
            IDLE:
                if(btnL)
                    next_buttonL = BTL1;
                else 
                    next_buttonL = IDLE;
            BTL1:
                if(!btnL)
                    next_buttonL = BTL0;
                else 
                    next_buttonL = BTL1;
            BTL0:
                next_buttonL = IDLE;
            default:
              next_buttonL = IDLE;      
        endcase
    end
    always@(posedge clk or posedge reset) begin
        if(reset)
            buttonL  <=  IDLE;
        else 
            buttonL <=  next_buttonL;
    end
    always@(*)begin
        case(buttonU)
            IDLE:
                if(btnU)
                    next_buttonU = BTU1;
                else 
                    next_buttonU = IDLE;
            BTU1:
                if(!btnU)
                    next_buttonU = BTU0;
                else 
                    next_buttonU = BTU1;
            BTU0:
                next_buttonU = IDLE;
            default:
                next_buttonU = IDLE;      
        endcase
    end
    always@(posedge clk or posedge reset) begin
        if(reset)
            buttonU  <=  IDLE;
        else 
            buttonU <=  next_buttonU;
    end
    always@(*)begin
        case(buttonD)
            IDLE:
                if(btnD)
                    next_buttonD = BTD1;
                else 
                    next_buttonD = IDLE;
            BTD1:
                if(!btnD)
                    next_buttonD = BTD0;
                else 
                    next_buttonD = BTD1;
            BTD0:
                next_buttonD = IDLE;
            default:
                next_buttonD = IDLE;      
        endcase
    end
    always@(posedge clk or posedge reset) begin
        if(reset)
            buttonD  <=  IDLE;
        else 
            buttonD <=  next_buttonD;
    end
    always@(*)begin
        case(state)
            STATE_IDLE: begin
                if(pressed) begin
                    next_character = 4'b0000;
                    next_count = count + 1;
                    if((((buttonU == BTU0) && !sw) || ((buttonD == BTD0) && sw)) && valid)
                        next_state = STATE_TOP;
                    else 
                        next_state = STATE_ERROR;
                end
                else begin
                    next_character = character;
                    next_count = 0;
                    next_state = STATE_IDLE;
                end
            end
            STATE_TOP: begin
                next_character = character;
                if(pressed) begin
                    next_count = count + 1;
                    if((((buttonL == BTL0) && !sw) || ((buttonR == BTR0) && sw)) && valid)
                        next_state = STATE_LEFT1;
                    else 
                        next_state = STATE_ERROR;
                end
                else begin
                    next_count = count;
                    next_state = STATE_TOP;
                end
            end
            STATE_LEFT1: begin
                next_character = character;
                if(pressed) begin
                    next_count = count + 1;
                    if((((buttonL == BTL0) && !sw) || ((buttonR == BTR0) && sw)) && valid)
                        next_state = STATE_LEFT2;
                    else 
                        next_state = STATE_ERROR;
                end
                else begin
                    next_count = count;
                    next_state = STATE_LEFT1;
                end
            end
            STATE_LEFT2: begin
                next_character = character;
                if(pressed) begin
                    next_count = count + 1;
                    if((((buttonR == BTR0) && !sw) || ((buttonL == BTL0) && sw)) && valid)
                        next_state = STATE_SUCC;
                    else 
                        next_state = STATE_ERROR;
                end
                else begin
                    next_count = count;
                    next_state = STATE_LEFT2;
                end
            end
            STATE_SUCC: begin
                next_character = 4'b1001;
                next_count = count;
                next_state = STATE_SUCC;
            end
            STATE_ERROR: begin
                if(pressed)
                    next_count = count + 1;
                else
                    next_count = count;
                if(next_count == 4) begin
                    next_character = 4'b1010;
                    if(attempt == 2)
                        next_state = STATE_FAILED;
                    else
                        next_state = STATE_IDLE;
				end
                else begin
                    next_character = character;
                    next_state = STATE_ERROR;
                end
            end
            STATE_FAILED: begin
                next_character = 4'b1010;
                next_count = count;
                next_state = STATE_FAILED;
            end
            default: begin
                next_character = 4'b0000;
                next_count = 0;
                next_state = STATE_IDLE;
            end    
        endcase
    end
    always@(posedge clk or posedge reset) begin
        if(reset) begin
            state  	  <=  STATE_IDLE;
        end
        else begin
            if(timeout)
                state <=  STATE_FAILED;
            else
                state <=  next_state;
	    end
    end
    assign timeout      = (timer == TIMEOUT_COUNT);
    assign timer_start  = ((state == STATE_IDLE) && pressed);
    assign timer_rst    = (((next_state == STATE_IDLE) && (state == STATE_ERROR)) || (state == STATE_SUCC));
    always@(posedge clk or posedge reset) begin
        if(reset) begin
            timer 		<= 32'd0;
            timer_en    <= 1'b0;
        end
        else begin
            if(timer_rst) begin
                timer 	 <= 32'd0;
                timer_en <= 1'b0;
            end
            else if(timer_start) begin
                timer_en <= 1'b1;
            end
            else if(!timeout && timer_en) begin
                timer 	 <= timer + 1;
            end
	   end
    end
    assign attempt_plus = ((state == STATE_ERROR) && (next_count == 4));
    always@(posedge clk or posedge reset) begin
        if(reset) begin
            attempt     <= 2'd0;
        end
        else begin         
            if(attempt_plus)
                attempt <= attempt + 1;
        end
    end
    always@(posedge clk or posedge reset) begin
        if(reset)
            count  <=  0;
        else 
           count <=  next_count;
    end
    always@(posedge clk or posedge reset) begin
        if(reset)
             character  <=  4'b0000;
        else 
             character <=  next_character;
    end
    always@(*)begin                 
        case(character)
            4'b0000: SSG_D = 7'b1000000;  
            4'b0001: SSG_D = 7'b1111001;  
            4'b0010: SSG_D = 7'b0100100;  
            4'b0011: SSG_D = 7'b0110000;  
            4'b0100: SSG_D = 7'b0011001;  
            4'b0101: SSG_D = 7'b0010010;  
            4'b0110: SSG_D = 7'b0000010;  
            4'b0111: SSG_D = 7'b1111000;  
            4'b1000: SSG_D = 7'b0000000;  
            4'b1001: SSG_D = 7'b0010000;  
			4'b1010: SSG_D = 7'b0000110;  
            default: SSG_D = 7'b1111111;  
        endcase
    end 
    assign      SSG_EN  =   3'b111;    
endmodule
`timescale 1ns / 1ps
module debouncer(
    input               clk,
    input               reset,
    input               btnI,
    output              btnO
);
	parameter 	TIMER_COUNT 	= 32'd1000_000;
    reg             state;
    reg   [31:0]	timer;
    assign btnO = state;
    always@(posedge clk or posedge reset) begin
      if(reset) begin
        state  	    <= 1'b0;
        timer 		<= 32'd0;
      end
      else begin
         if (btnI != state) begin
            timer <= timer + 1;
            if(timer == TIMER_COUNT)
                state <= btnI;
         end
         else begin
            timer <= 32'd0;
         end
	  end
    end
endmodule
`timescale 1ns / 1ps
module top_module(
    input               clk,
    input               reset,
    input               btnR,
    input               btnL,
    input               btnU,
    input               btnD,
    input               sw,
    output      [6:0]   SSG_D,
    output      [2:0]   SSG_EN
);
parameter   TIMEOUT_COUNT   = 200;
parameter   TIMER_COUNT     = 10;
wire DbtnR;
wire DbtnL;
wire DbtnU;
wire DbtnD;
code_detection #(
   .TIMEOUT_COUNT  (TIMEOUT_COUNT)
) uut (
    .clk        (clk),
    .reset      (reset),
    .btnR       (DbtnR),
    .btnL       (DbtnL),
    .btnU       (DbtnU),
    .btnD       (DbtnD),
    .sw         (sw),
    .SSG_D      (SSG_D),
    .SSG_EN     (SSG_EN)
);
debouncer #(
    .TIMER_COUNT    (TIMER_COUNT)
) uut1 (
    .clk        (clk),
    .reset      (reset),
    .btnI       (btnR),
    .btnO       (DbtnR)
);
debouncer #(
    .TIMER_COUNT    (TIMER_COUNT)
) uut2 (
    .clk        (clk),
    .reset      (reset),
    .btnI       (btnL),
    .btnO       (DbtnL)
);
debouncer #(
    .TIMER_COUNT    (TIMER_COUNT)
) uut3 (
    .clk        (clk),
    .reset      (reset),
    .btnI       (btnU),
    .btnO       (DbtnU)
);
debouncer #(
    .TIMER_COUNT    (TIMER_COUNT)
) uut4 (
    .clk        (clk),
    .reset      (reset),
    .btnI       (btnD),
    .btnO       (DbtnD)
);
endmodule
[flow/run.sh]
#!/bin/bash
# OpenROAD 26Q1-2900-gdf79404cd8, Yosys 0.63+post, stock flow scripts
make -C /OpenROAD-flow-scripts/flow DESIGN_CONFIG=/design/flow/config.mk WORK_HOME=/design/flow/orfs finish
==> impl_metrics.toml <==
# implementation run metrics
[worst_setup_path]
cp_slowest_stage_delay_ns = 0.51
crit_path_max_fanout = 33
cp_cell_sequence = "clkdlybuf4s50_1 > or3b_1 > a21boi_1 > o32ai_1 > o31ai_4 > buf_4 > a21oi_1"
slowest_stage = "clkdlybuf4s50_1"
r2r-end = "uut.timer[30]$_DFFE_PP0P_"
crit_type = "primary input to flop"
reg2reg_setup_slack_ns = 1.73
crit_family = "buffers and inverters"
crit_required_ns = 4.80
critPathBufInv = 2
crit_start = "sw"
setup.worst_path.start_class = "primary input"
reg2reg_from = "uut.buttonL[1]$_DFF_PP0_"
reg2reg_depth = 7
critPathCaptureType = "flop"
cp.arrival_ns = 3.11

[sta]
post-route-min-period_ns = 2.81
whs_ns = 0.471
tns_ns = 0
hold_viol = 0
rsz0062_at_grt = "no"
setup_violations = 0
final_max_slew_viol_count = 0
fin_crit_sh_pct = 62.5
tightestPinTransition_ns = 0.793
slew-limit-headroom_pct = 46.7
fmax_ghz = 0.356
skew_ns = 0.0134

[yosys]
yosysWarnings = 2
synthMuxAreaShare_pct = 0.619
logic_family = "simple AND/OR/NAND/NOR gates"
avgSynthCellArea_sq_um = 9.82
ys_seq_share_pct = 48.6
synth_stat.cells = 1008
ys_ff = 192
synthArstFlopShare_pct = 100
top_area_cell = "dfrtp_1"
top_area_share_pct = 47.3
syn_area_sq_um = 9900
edf_count = 0
ys_types = 71
simple_gate_share_pct = 28.6
adder_share_pct = 1.74
compound_area_share_pct = 6.57
ys.flop_type = "dfrtp_1"
syn_inst = 1008
area_leaders = "dfrtp_1, xor2_1, nor2_1"
ys_chip_area_sq_um = 9900
synth_xor_xnor_area_share_pct = 11.0

[placed_design]
gp_congestion = 0.825
port-buffer-count = 13
dp_hpwl_mm = 11.8
place_inst = 1445

[floorplan]
die.size.y_um = 184
rows = 66
floorplan.core_util_pct = 30.4
core_area_sq_um = 32500
die_w_um = 184
pin_count = 17
dieArea_sq_um = 33700

[routing]
wl_met2_mm = 7.85
post_drt_wl_per_cell_um = 12.2
drt_first_pass_iters = 5
drcViolationCount = 0
drtIter0Drc = 409
finalWirelength_mm = 18.0
wl_met3_um = 371
diodes = 0
routed.top_layer = "met4"
vias = 7077
drt-met1-wl_mm = 9.65
ant_nets = 0
via_per_inst = 4.79

[clock_tree]
cts_tree = "done"
clk_latency_ns = 0.44
clkSlewWorstSetupHoldPaths_ns = 0.08
postCtsHoldBufs = 0
cts.sinks = 192
clockRootBuffer = "clkbuf_16"
post_cts_buffers = 0
cts_buffer_depth = 2
h-tree-depth = 4
cts-resized-gates = 0
cts_made_buffers = 17

[worst_hold_path]
whs_path_depth = 1
min_from = "uut.attempt[0]$_DFFE_PP0P_"
hold_path_end = "uut.attempt[0]$_DFFE_PP0P_"
hold_class = "flop to flop"

[flow_run]
warnings = 30
drv_cap = 0

[global_route]
grt_remaining_overflow = 0
grt_max_degree = 97
track_usage_pct = 11.6
grt_pass1_vias = 6643
grt_pass1_wl_mm = 32.3
antenna_found_initial = 0

[finish]
logic_area_sq_um = 4840
drive_gt1_share_pct = 9.95
area_growth_syn_to_layout_pct = 12.4
regArea_sq_um = 4810
layoutNonFillerInstCount = 1477
fin_util_pct = 34.2
num-fill-cells = 3268

[power]
pwr-share-comb_pct = 5.8
clkPwrFrac_pct = 43.1
seqPwrFrac_pct = 51.1
p_int_mw = 2.61
peakVddDrop_v = 0.000250
p_switching_mw = 0.902
totalPowerFinal_mw = 3.51
p_per_area_nw_per_um2 = 316
swShare_pct = 25.7
power.leakage_nw = 4.67

[outcome]
status = "complete, no violations"
-- through the flow --
step                      setup WS (ns)  cell area, sq um
after global placement             1.28             10500
after detailed placement           1.23             10500
after CTS                          1.71             11100
after floorplan                    1.13              9910
final                              1.69             11100
after global routing               1.55             11100
-- cells in the final DEF (no fill, tap or decap), drive strengths merged, types with 8 or more instances in the layout --
cell	synthesis	routed
inv	31	39
and3	22	22
ha	13	13
nor3	18	18
buf	13	9
xnor2	31	31
or3	28	28
nand3	64	64
clkdlybuf4s50	0	13
nor2	160	160
a21oi	33	33
clkbuf	16	17
nand4	57	57
nand2	65	65
nor4	34	34
dfrtp	187	187
o21ai	38	38
and2	8	8
and4	22	22
xor2	93	93
-- cells by family after synthesis --
logic type	Yosys count
AND-OR/OR-AND	101
XOR/XNOR	124
adder cells (fa/ha/maj)	14
buffers and inverters	60
flip-flops	192
multiplexers	6
other	1
AND/OR/NAND/NOR	510
-- power by group through the flow --
stage,Combinational (mW),Clock (mW),Sequential (mW)
finish,0.202,1.52,1.80
CTS,0.209,1.57,1.80
global route,0.238,1.64,1.80
-- Yosys cell counts (5+ instances only) --
library cell and n:
xnor2_1 31, ha_1 13, and3_1 22, buf_4 6
dfstp_2 5, nor4b_1 7, a21oi_1 27, or3_1 28
inv_1 30, mux2i_1 5, clkbuf_1 16, xor2_1 93
nor2_2 25, nor4_1 29, dfrtp_1 187, and4_1 21
nand4_1 56, nor4_4 5, nand2_1 65, nand3_1 64
buf_6 5, a21oi_2 6, and2_1 7, nor3_1 13
nor2_1 135, o21ai_0 37
-- sequential cells by signal (all words and copies together) (netlist names), 3 cells and up --
name           flops
uut.buttonD        3
uut.buttonL        3
uut.buttonR        3
uut.buttonU        3
uut.character      3
uut.count          3
uut.state          7
uut.timer         32
uut1.timer        32
uut2.timer        32
uut3.timer        32
uut4.timer        32
-- layer usage --
metal	GRT usage [%]	vias to the layer above
met5	0	-
met4	1.07	0
met3	1.72	11
met2	17.0	56
met1	19.3	3395
li1	-	3615
-- how the worst max path moves through the flow --
stage | to | cells past startpoint
CTS | uut.timer[30]$_DFFE_PP0P_ | 7
global route | uut.timer[30]$_DFFE_PP0P_ | 7
finish | uut.timer[30]$_DFFE_PP0P_ | 7
-- area by class of cell --
class | instances | area share, %
Inverter | 31 | 1.10
Clock inverter | 15 | 1.52
Multi-Input combinational cell | 758 | 43.5
Clock buffer | 17 | 3.82
Timing Repair Buffer | 22 | 1.89
Sequential cell | 192 | 43.2
Tap cell | 442 | 4.97
No activity file was given, so power comes from the tool's default toggle rates.
