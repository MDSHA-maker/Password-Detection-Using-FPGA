**config.mk**
```make
export PLATFORM = sky130hd
export DESIGN_NAME = lab
export DESIGN_NICKNAME = lab
export VERILOG_FILES = /design/flow/design.v
export SDC_FILE = /design/flow/constraint.sdc
export NUM_CORES = 4
export LEC_CHECK = 1
export CORE_AREA = 10 10 72 72
export DIE_AREA = 0 0 82 82
```
**constraint.sdc**
```tcl
current_design lab

set clk_period 2.7
set clk_io_pct 0.2

create_clock -name clk0 -period $clk_period [get_ports {clk}]

set non_clock_inputs [all_inputs -no_clocks]
set_input_delay [expr $clk_period * $clk_io_pct] -clock clk0 $non_clock_inputs
set_output_delay [expr $clk_period * $clk_io_pct] -clock clk0 [all_outputs]
```
**design.v**
```verilog
`timescale 1ns / 1ps
module lab(
    input clk,
    input reset,
    input countup,
    output [6:0] SSG_D,
    output [2:0] SSG_EN   
    );
    parameter   IDLE    =   2'b00   ;
    parameter   ST0     =   2'b01   ;
    parameter   ST1     =   2'b11   ;
    reg   [1:0]     c_state ;
    reg   [1:0]     n_state ;
    reg   [3:0]       count   ;
    reg   [6:0]     SSG_D   ;
    wire cnt_enable;	
    always@(*)begin
    case(c_state)
    IDLE:   if(countup == 1'b1)
            n_state = ST0   ;
            else 
            n_state = IDLE   ;
    ST0:    if(countup == 1'b0)
            n_state = ST1   ;
            else 
            n_state = ST0   ;
    ST1:    n_state = IDLE  ;    
    default: n_state = IDLE ;      
    endcase
    end
    always@(posedge clk or posedge reset)
    if(reset)
         c_state  <=  IDLE    ;
    else 
         c_state <=  n_state ;
  assign  cnt_enable = (c_state == ST1)? 1'b1  : 1'b0;  
  always@(negedge clk or posedge reset)begin
  if(reset)
    count   <=  4'b0000;
   else if(cnt_enable) begin
        if(count == 4'b1001)
        count <=    4'b0000;
        else 
        count   <=  count + 1'b1;
   end     
   end
  always@(*)begin                 
   case(count)
   4'b0000: SSG_D = 7'b1000000;  
   4'b0001: SSG_D = 7'b1111001;  
   4'b0010: SSG_D = 7'b0100100;  
   4'b0011: SSG_D = 7'b0110000;  
   4'b0100: SSG_D = 7'b0011001;  
   4'b0101: SSG_D = 7'b0010010;  
   4'b0110: SSG_D = 7'b0000010;  
   4'b0111: SSG_D = 7'b1111000;  
   4'b1000: SSG_D = 7'b0000000;  
   4'b1001: SSG_D = 7'b0010000;  
   default: SSG_D = 7'b1111111;  
   endcase
  end 
  assign        SSG_EN  =   3'b111;    
endmodule
```
**run.sh**
```bash
#!/bin/bash
# OpenROAD 26Q1-2900-gdf79404cd8, Yosys 0.63+post, stock flow scripts
make -C /OpenROAD-flow-scripts/flow DESIGN_CONFIG=/design/flow/config.mk WORK_HOME=/design/flow/orfs finish
```
==> results_slide.txt <==
Physical Implementation Snapshot

Run status
  • Status: complete, but fails checks
  • Failing checks: setup timing

Worst setup path
  • Critical path capture point type: output pin
  • CP Cell Sequence: buf_6 -> buf_6 -> or2_1 -> a21oi_2 -> nor2_1 -> buf_2
  • Worst Path Max Fanout: 4
  • Worst path required time: 2.16 ns
  • Slowest-stage cell, CP: dfrtn_1
  • CP Class: flop to output pin
  • Critical path data arrival time: 2.81 ns
  • CP startpoint kind: flop
  • Most used cell along the critical path: buf_6
  • CP peak stage delay: about 0.41 ns

Global routing
  • Tot GR Track Use: approximately 4.9%
  • Initial antenna violation count: 0
  • Vias in the first global route: between 600 and 700
  • Global-route wire length before repair: approximately 2.7 mm
  • Met2 GRT Util: 8.31%
  • GR Layer Usage met1: under 10%
  • GR Layer Usage met3: less than 1%
  • GRT Max-Usage Layer: met2
  • Largest net degree at the start of global routing: 10
  • Total gr overflow: 0

Routing
  • Final wirelength: between 1.5 and 2 mm
  • Vias after detailed routing: 587
  • Pre-Repair DR Iteration Count: 4
  • Residual DRC: 0
  • Antenna Nets Post-Route: 0
  • 1st-iter DRT viols: 17
  • Routed vias/inst: roughly 3.8
  • ANT cells: 0
  • Wire length per cell: about 11 um

Power and ir drop
  • Power per Cell Area: between 1000 and 1500 nW/um^2
  • Max IR drop VDD: between 200 and 300 uV
  • Clock share of power: between 10% and 20%
  • Sequential power share: 15.4%
  • Total power: 0.00105 W
  • Sw Pwr: 0.000381 W
  • LEAKAGE: around 0.48 nW
  • Power Internal: 0.000673 W
  • Logic pwr share: between 70 and 80%
  • Sw frac: around 36%

Timing
  • Fin. max-slew vios: 0
  • Worst Skew: about 0.022 ns
  • RSZ-0062 raised after global routing: true
  • Fin. Hold Viols: 0
  • Final setup TNS: -3.83 ns
  • Setup violations, final: 7
  • Final setup margin: -0.655 ns

Placed design
  • Placer Congestion: ~0.85
  • Final HPWL DP: 931 um
  • Port-buffer cells: 9

Floorplan
  • Fp util: between 10 and 15%
  • Die y size: 82 um
  • Num rows: 22
  • Core area: about 3700 um^2
  • Chip area: around 6700 um^2
  • Die X-Extent: approximately 82 um
  • I/O pin count: 13

Final layout
  • Seq. cell area: roughly 180 um^2
  • Share of cells above drive strength 1: 59.8%
  • Area delta synth->final: 91.5%
  • Area of the multi-input gates: about 420 um^2
  • Fillers: around 380

Synth
  • Yosys stat cell total: around 68
  • Yosys Chip Area: around 550 um^2
  • Distinct lib cells used: 26
  • Seq cells post-synth: 7
  • Avg Cell Area, Syn: approximately 8.0 um^2
  • Gate Count Post-Synth: between 60 and 70
  • Post-synthesis sequential area ratio: 32.3%
  • Cell area after synthesis: roughly 550 um^2
  • YS warnings: 1

Flow run
  • Tool warnings: 32
  • Max cap viols: 0

Worst hold path
  • Tightest Hold Check Type: flop to flop

Clock tree
  • Cts hold-fix bufs: 0
  • Inserted Clock Buffers: 3
  • H-tree Lvls: 1
  • Clock Latency Late Sink: between 0.2 and 0.3 ns
  • Clock Tree Buf Depth: 2
  • Clk slew on worst S/H paths: 0.04 ns
  • Sink Count: 7
  • Root buffer cell: clkbuf_8
  • CTS tree: done
## path summary, 6_finish.rpt
| kind | start | to | slack [ns] | cells past startpoint |
|---|---|---|---|---|
| worst min-delay path | c_state[1] | c_state[1] | 0.49 | 2 |
| min in group asynchronous | reset | c_state[2] | 0.55 | 2 |
| worst max-delay path | count[3] | SSG_D[0] | -0.65 | 6 |
| worst min register to register | c_state[1] | c_state[1] | 0.49 | 2 |
| max in group asynchronous | reset | count[0] | 0.69 | 2 |
| worst max register to register | c_state[2] | count[3] | 0.27 | 3 |
## layout make-up
| type | count | share of cell area, % |
|---|---|---|
| tap | 48 | 5.75 |
| timing repair buffer | 39 | 31.1 |
| sequential | 7 | 16.9 |
| multi-input combinational | 52 | 40.1 |
| clock buffer | 4 | 4.31 |
| inverter | 5 | 1.80 |
## worst max-delay path, delay by kind of cell, from the launching register on
family	cells	cell delay [ns]
AND-OR/OR-AND	1	0.16
buffers and inverters	3	0.36
flip-flops	1	0.41
AND/OR/NAND/NOR	2	0.28
## cell usage after synthesis, drive strengths merged
master   n  area [um^2]
nor2b    1         6.26
and4b    1         10.0
dfrtp    2         50.1
dfrtn    4          100
nand2b   6         37.5
a31oi    1         12.5
a21oi    3         18.8
inv      5         18.8
ha       5         62.6
dfstp    1         26.3
o21ai   10         50.0
nand2    9         33.8
a21boi   1         11.3
nor2     8         32.5
nand3    1         5.00
o22ai    1         6.26
a21o     1         7.51
buf      6         46.3
or2      1         6.26
conb     1         3.75
## through the flow
| step | cell area [um^2] | cells | setup slack (ns) | hold slack, ns | utilization (%) |
|---|---|---|---|---|---|
| after floorplan | 566 | 70 | -0.336 | 0.343 | - |
| after global placement | 759 | 133 | -0.678 | 0.472 | 20.6 |
| after detailed placement | 759 | 133 | -0.684 | 0.481 | 20.6 |
| after CTS | 998 | 153 | -0.674 | 0.490 | 27.1 |
| after global routing | 1040 | 155 | -0.746 | 0.519 | 28.3 |
| final | 1040 | 155 | -0.655 | 0.493 | 28.3 |
## cells by family after synthesis
kind of cell             count (synthesis)  synth area share [%]
buffers and inverters                   11                  11.9
AND/OR/NAND/NOR                         27                  24.1
adder cells (fa/ha/maj)                  5                  11.5
flip-flops                               7                  32.3
AND-OR/OR-AND                           17                  19.5
other                                    1                 0.687
## power by group through the flow
| stage | registers [W] | logic [W] | clock network, W |
|---|---|---|---|
| final | 0.000162 | 0.000746 | 0.000146 |
| after global routing | 0.000167 | 0.000830 | 0.000158 |
| after CTS | 0.000161 | 0.000661 | 0.000150 |
## placed cells by master (no fill, tap or decap), types with 3 or more instances in the layout
cell and count:
inv_2 3, buf_2 7, nor2_1 6, o21ai_1 5, buf_4 18, o21ai_2 4, a21oi_2 3, nand2b_4 4
buf_6 12, ha_4 4, dfrtn_1 4, clkbuf_8 3, nand2_1 8, conb_1 3
## per-layer routing
metal | wire length (um) | vias up
met5 | 0 | -
met4 | 34 | 0
met3 | 6 | 2
met2 | 825 | 5
met1 | 765 | 283
li1 | - | 297
## what timing repair did
item | in CTS | in global routing
resized | 43 | 9
endpoints found under the setup margin | 7 | 7
buffers inserted | 16 | 2
pin swaps | 13 | 10
## registers in the layout, indices dropped and copies added (netlist names)
| signal | count |
|---|---|
| c_state | 3 |
| count | 4 |
Power is estimated from default activity; no workload was simulated.
